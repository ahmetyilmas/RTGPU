--- flow/run.sh ---
#!/bin/bash
# OpenROAD 26Q1-2900-gdf79404cd8, Yosys 0.63+post, stock flow scripts
make -C /OpenROAD-flow-scripts/flow DESIGN_CONFIG=/design/flow/config.mk WORK_HOME=/design/flow/orfs finish
--- flow/config.mk ---
export PLATFORM = sky130hd
export DESIGN_NAME = round_robin_arbiter
export DESIGN_NICKNAME = round_robin_arbiter
export VERILOG_FILES = /design/flow/design.v
export SDC_FILE = /design/flow/constraint.sdc
export NUM_CORES = 4
export LEC_CHECK = 1
export CORE_AREA = 10 10 92 92
export DIE_AREA = 0 0 102 102
--- flow/constraint.sdc ---
current_design round_robin_arbiter

set clk_period 6.5
set clk_io_pct 0.2

create_clock -name clk0 -period $clk_period [get_ports {clk}]

set non_clock_inputs [all_inputs -no_clocks]
set_input_delay [expr $clk_period * $clk_io_pct] -clock clk0 $non_clock_inputs
set_output_delay [expr $clk_period * $clk_io_pct] -clock clk0 [all_outputs]
--- flow/design.v ---
`timescale 1ns / 1ps
module priority_arbiter #(
    NUM_PORTS = 16
    )(
    input       wire[NUM_PORTS-1:0] req_i,   
    output      wire[NUM_PORTS-1:0] gnt_o    
    );
    assign gnt_o[0] = req_i[0];
    genvar i;
    for (i=1; i<NUM_PORTS; i=i+1) begin
        assign gnt_o[i] = req_i[i] & ~(|gnt_o[i-1:0]);
    end
endmodule
`timescale 1ns / 1ps
module round_robin_arbiter #(
  parameter NUM_PORTS = 16
)(
  input  wire                  clk,
  input  wire                  reset,
  input  wire [NUM_PORTS-1:0] req_i,
  output logic [NUM_PORTS-1:0] gnt_o
);
  logic [NUM_PORTS-1:0] mask_q, nxt_mask;
  always_ff @(posedge clk or posedge reset) begin
    if (reset)
      mask_q <= {NUM_PORTS{1'b1}};
    else
      mask_q <= nxt_mask;
  end
  always_comb begin
      nxt_mask = mask_q;
           if (gnt_o[0])  nxt_mask = 16'b1111_1111_1111_1110;
      else if (gnt_o[1])  nxt_mask = 16'b1111_1111_1111_1100;
      else if (gnt_o[2])  nxt_mask = 16'b1111_1111_1111_1000;
      else if (gnt_o[3])  nxt_mask = 16'b1111_1111_1111_0000;
      else if (gnt_o[4])  nxt_mask = 16'b1111_1111_1110_0000;
      else if (gnt_o[5])  nxt_mask = 16'b1111_1111_1100_0000;
      else if (gnt_o[6])  nxt_mask = 16'b1111_1111_1000_0000;
      else if (gnt_o[7])  nxt_mask = 16'b1111_1111_0000_0000;
      else if (gnt_o[8])  nxt_mask = 16'b1111_1110_0000_0000;
      else if (gnt_o[9])  nxt_mask = 16'b1111_1100_0000_0000;
      else if (gnt_o[10]) nxt_mask = 16'b1111_1000_0000_0000;
      else if (gnt_o[11]) nxt_mask = 16'b1111_0000_0000_0000;
      else if (gnt_o[12]) nxt_mask = 16'b1110_0000_0000_0000;
      else if (gnt_o[13]) nxt_mask = 16'b1100_0000_0000_0000;
      else if (gnt_o[14]) nxt_mask = 16'b1000_0000_0000_0000;
      else if (gnt_o[15]) nxt_mask = 16'b0000_0000_0000_0000;
  end
  wire [NUM_PORTS-1:0] mask_req;
  assign mask_req = req_i & mask_q;
  wire [NUM_PORTS-1:0] mask_gnt;
  wire [NUM_PORTS-1:0] raw_gnt;
  priority_arbiter #(NUM_PORTS) maskedGnt (.req_i(mask_req), .gnt_o(mask_gnt));
  priority_arbiter #(NUM_PORTS) rawGnt    (.req_i(req_i),    .gnt_o(raw_gnt));
  assign gnt_o = (|mask_req) ? mask_gnt : raw_gnt;
endmodule
==> impl_metrics.json <==
{
  "period_used_pct": 83.76,
  "ff_type": "dfstp_2",
  "dieHeight_um": 102,
  "first_pass_iters": 5,
  "end_kind": "output port",
  "rsz0062_at_grt": "no",
  "port_buffers": 33,
  "clk-insertion-delay-late_ns": 0.25,
  "cts_tree": "yes",
  "io_pins": 34,
  "finalClockSkew_ns": 0.0008382,
  "ys_types": 53,
  "crit_top_cell": "clkdlybuf4s50_1",
  "r2r_cells": 6,
  "final-hold-violation-count": 0,
  "leakage_nw": 0.7418,
  "grt_max_degree": 17,
  "dr_total_vias": 1427,
  "worstPathMaxFanout": 6,
  "cts_buffers": 3,
  "worst_ep_required_time_ns": 5.20,
  "grt_pass1_wl_um": 7576,
  "worst_pin_slew_ns": 0.8443,
  "run_status": "finished, final reports clean",
  "clk_pin_slew_ns": 0.06,
  "syn_inst": 162,
  "vdd_drop_max_mv": 0.1844,
  "avgRoutedWirePerCell_um": 16.46,
  "hp-class": "flop to flop",
  "cpPeakStageDelay_ns": 0.74,
  "min_path_cells": 2,
  "cts-resized-gates": 0,
  "r2r_end": "mask_q[9]",
  "syn-cell-area_mm2": 0.001359,
  "fp-utilization_pct": 21.04,
  "die_x_um": 102,
  "worst-setup-path-type": "input port to output port",
  "hold_buffers": 0,
  "crit_arrival_ns": 4.14,
  "worst_slack_ns": 1.056,
  "wl_um": 4527,
  "edf_count": 0,
  "worst_setup_path_start_kind": "input port",
  "coreArea_mm2": 0.006459,
  "ys_seq_share_pct": 30.94,
  "regToRegSetupSlack_ns": 3.76,
  "setup-violations-final": 0,
  "h-tree-depth": 1,
  "largest_register_ffs": 16,
  "syn_area_per_cell_um2": 8.388,
  "post_cts_buffers": 0,
  "p_per_area_mw_per_mm2": 340.8,
  "clockBufferDepth": 2,
  "nFillCells": 682,
  "critPathBufInv": 2,
  "area_growth_syn_to_layout_pct": 34.81,
  "rows": 29,
  "layout_top_cell": "clkdlybuf4s50_1",
  "yosys_warnings": 1,
  "antenna_found_initial": 0,
  "vias_per_cell": 5.189,
  "reg.largest.list": "mask_q (16)",
  "drt_iter0_drc": 109,
  "layout-drive-gt1-share_pct": 18.18,
  "fmax_mhz": 183.7,
  "clock-sinks": 16,
  "routabilityCongestion": 0.9117,
  "grt_remaining_overflow": 0,
  "async_flop_share_pct": 100.0,
  "min_from": "mask_q[4]",
  "grt_pass1_vias": 1479,
  "cpLargestDelayFamily": "AND-OR/OR-AND gates",
  "drv_cap": 0,
  "crit_slowest_cell": "a222oi_1",
  "synth-seq-cells": 16,
  "tool_warnings": 25,
  "die_area_mm2": 0.01040,
  "hold_end": "mask_q[4]",
  "antenna_left": 0,
  "post-dp-hpwl_um": 3606,
  "layout_top_cells": "33 x clkdlybuf4s50_1, 26 x nand2_1, 16 x dfstp_2, 15 x inv_1",
  "relSlewSlack_pct": 43.72,
  "fin_crit_ns": 5.444,
  "regMostFlops": "mask_q",
  "cts_root_buf": "clkbuf_8",
  "antenna_cells": 0,
  "grt.total_usage_pct": 8.809,
  "finalMaxSlewViolations": 0,
  "ys_cells": 162,
  "drc": 0,
  "yosys_area_mm2": 0.001359,
  "dp_slack_ns": 1.096,
  "crit_chain": "clkdlybuf4s50_1 -> a222oi_1 -> nand2_2 -> nor2_2 -> nand4b_1 -> a211oi_1 -> clkdlybuf4s50_1",
  "fin_setup_tns_ns": 0,
  "r2r_start": "mask_q[0]"
}
tightest hold or removal path, stage by stage (launching register included):
cell and delay (ns):
dfstp_2 0.38, nand2_1 0.05, o31ai_1 0.06
stage by stage:
stage | cell area [µm²] | util [%] | std cells | hold WS [ns] | total power [mW]
after detailed placement | 1777 | 27.51 | 271 | 0.4740 | 0.5332
after CTS | 1832 | 28.36 | 275 | 0.4836 | 0.6248
final | 1832 | 28.36 | 275 | 0.4865 | 0.6242
after global routing | 1832 | 28.36 | 275 | 0.5210 | 0.6778
after floorplan | 1359 | - | 162 | 0.4584 | 0.4172
after global placement | 1777 | 27.51 | 271 | 0.4726 | 0.5358
power breakdown:
group | leakage [nW] | total, mW | internal, mW | switching [mW]
clock | 0.0288 | 0.0883 | 0.0537 | 0.0346
sequential | 0.167 | 0.184 | 0.155 | 0.0290
combinational | 0.546 | 0.352 | 0.142 | 0.209
total | 0.742 | 0.624 | 0.351 | 0.273
synth_stat cells, types with 3 or more instances:
| library cell | count | share of area [%] |
|---|---|---|
| nand2_1 | 26 | 7.2 |
| dfstp_2 | 16 | 31 |
| inv_1 | 15 | 4.1 |
| a22oi_1 | 3 | 1.7 |
| nand4_1 | 10 | 4.6 |
| and3_1 | 3 | 1.4 |
| nor2b_1 | 3 | 1.4 |
| nand3_1 | 7 | 2.6 |
| and2_1 | 3 | 1.4 |
| o31ai_1 | 3 | 1.7 |
| o41ai_1 | 3 | 1.9 |
| a31oi_1 | 3 | 1.4 |
| a41oi_1 | 3 | 1.9 |
| nor2_1 | 10 | 2.8 |
| nor3_1 | 6 | 2.2 |
| a222oi_1 | 4 | 2.9 |
worst max path at each step:
stage	start	end	cells after the start
final	req_i[0]	gnt_o[15]	7
after CTS	req_i[0]	gnt_o[15]	7
after global routing	req_i[0]	gnt_o[15]	7
logic make-up (layout without fill, tap and decap cells):
kind of cell | count (synthesis) | count (layout) | share of synthesized area, %
flip-flops | 16 | 16 | 30.94
AND/OR/NAND/NOR | 86 | 86 | 35.27
buffers and inverters | 19 | 55 | 6.169
AND-OR/OR-AND | 41 | 41 | 27.63
routing by layer:
layer | track usage, % | part of all wire [%] | routed length [µm]
met2 | 14.62 | 47 | 2147
met5 | 0 | 0 | 0
met4 | 1.735 | 1.9 | 85
met1 | 11.85 | 47 | 2115
met3 | 1.500 | 4.0 | 179
layout make-up:
type                       instances  area [µm²]  share of cell area (%)
sequential                        16       420.4                   22.95
multi-input combinational        127       854.6                   46.65
clock buffer                       4       55.05                   3.005
inverter                          16       60.06                   3.279
tap                               77       96.34                   5.260
timing repair buffer              35       345.3                   18.85
Power and IR drop assume default switching activity.
